==> design/flow/design.v <==
`timescale 1ns / 1ps
module SegmentMask(
    input               clk,
    input               rst,
    input      [31:0]   output_data,
    input      [ 7:0]   output_valid,
    output reg [ 7:0]   seg_data,
    output reg [ 7:0]   seg_an
);
reg [3:0] seg_data_reg;
reg [2:0] seg_an_reg;
reg [31:0] cnt;
reg [2:0] seg_id;
always @(posedge clk) begin
    if (rst) begin
        cnt <= 0;
        seg_id <= 0;
    end
    else begin
        if (cnt >= 32'd250_000) begin
            if (seg_id == 3'd7)
                seg_id <= 3'd0;
            else
                seg_id <= seg_id + 3'd1;
            cnt <= 0;
        end
        else
            cnt <= cnt + 32'b1;
    end
end
always @(posedge clk) begin
    seg_an_reg = seg_id * output_valid[seg_id];
    case (seg_an_reg)
        3'd0: seg_data_reg <= output_data[3:0];
        3'd1: seg_data_reg <= output_data[7:4];
        3'd2: seg_data_reg <= output_data[11:8];
        3'd3: seg_data_reg <= output_data[15:12];
        3'd4: seg_data_reg <= output_data[19:16];
        3'd5: seg_data_reg <= output_data[23:20];
        3'd6: seg_data_reg <= output_data[27:24];
        3'd7: seg_data_reg <= output_data[31:28];
    endcase
end
always @(*) begin
    case (seg_an_reg)
        3'd0: begin
            seg_an = 8'b1111_1110;
        end
        3'd1: begin
            seg_an = 8'b1111_1101;
        end
        3'd2: begin
            seg_an = 8'b1111_1011;
        end
        3'd3: begin
            seg_an = 8'b1111_0111;
        end
        3'd4: begin
            seg_an = 8'b1110_1111;
        end
        3'd5: begin
            seg_an = 8'b1101_1111;
        end
        3'd6: begin
            seg_an = 8'b1011_1111;
        end
        3'd7: begin
            seg_an = 8'b0111_1111;
        end
    endcase
    case (seg_data_reg)
        4'h0: begin
            seg_data = 8'b0100_0000;
        end
        4'h1: begin
            seg_data = 8'b0111_1001;
        end
        4'h2: begin
            seg_data = 8'b1010_0100;
        end
        4'h3: begin
            seg_data = 8'b0011_0000;
        end
        4'h4: begin
            seg_data = 8'b0001_1001;
        end
        4'h5: begin
            seg_data = 8'b0001_0010;
        end
        4'h6: begin
            seg_data = 8'b0000_0010;
        end
        4'h7: begin
            seg_data = 8'b0111_1000;
        end
        4'h8: begin
            seg_data = 8'b0000_0000;
        end
        4'h9: begin
            seg_data = 8'b0001_0000;
        end
        4'hA: begin
            seg_data = 8'b0000_1000;
        end
        4'hB: begin
            seg_data = 8'b0000_0011;
        end
        4'hC: begin
            seg_data = 8'b0100_0110;
        end
        4'hD: begin
            seg_data = 8'b0010_0001;
        end
        4'hE: begin
            seg_data = 8'b0000_0110;
        end
        4'hF: begin
            seg_data = 8'b0000_1110;
        end
    endcase
end
endmodule
==> design/flow/run.sh <==
#!/bin/bash
# OpenROAD 26Q1-2900-gdf79404cd8, Yosys 0.63+post, stock flow scripts
make -C /OpenROAD-flow-scripts/flow DESIGN_CONFIG=/design/flow/config.mk WORK_HOME=/design/flow/orfs finish
==> design/flow/config.mk <==
export PLATFORM = sky130hd
export DESIGN_NAME = SegmentMask
export DESIGN_NICKNAME = SegmentMask
export VERILOG_FILES = /design/flow/design.v
export SDC_FILE = /design/flow/constraint.sdc
export NUM_CORES = 4
export LEC_CHECK = 1
export CORE_UTILIZATION = 30
==> design/flow/constraint.sdc <==
current_design SegmentMask

set clk_period 3.0
set clk_io_pct 0.2

create_clock -name clk0 -period $clk_period [get_ports {clk}]

set non_clock_inputs [all_inputs -no_clocks]
set_input_delay [expr $clk_period * $clk_io_pct] -clock clk0 $non_clock_inputs
set_output_delay [expr $clk_period * $clk_io_pct] -clock clk0 [all_outputs]
==> run summary <==
Observations from the implementation run.

Worst hold path:
- Per the hold report, the tightest min-delay path originates at cnt[0].
- The worst hold path belongs to the class register to register.

Global route:
- The run gives the number of antenna violations at the first check in global routing as 0.
- The run gives the via count of the first global-routing pass as 1698.
- The total overflow left after global routing is 0.
- The run puts the first-pass GRT wire length at just under 8000 microns.
- The run puts the pin count of the biggest net entering global routing at 19.
- The run puts the combined global-route utilization of all metal layers at 0.128.
- met1 track demand over resource after global routing is 0.201.
- Global routing put the most usage on met1.
- The run gives the global routing usage on met3 as 0.0206.
- The global routing report lists met2 layer usage as 0.197.

Detailed routing:
- After detailed routing, the number of vias per cell comes to 4.33.
- The run gives the remaining design rule violation count as 0.
- Wires add up to 4600 microns.
- Detailed-route iteration 0 reported a violation count of 41.
- The run gives the via count as 1795.
- The run puts the wire length per cell at between 10 and 15 microns.
- The run puts the remaining antenna violation count at 0.
- The number of antenna diodes in the final layout is 0.
- The run puts the iteration tally of the first detailed-router pass at 4.

STA:
- The run gives the fraction of the cycle the final worst path needs as 0.893.
- The run puts the number of pins with negative max-slew slack in the final report at 0.
- On the final layout, the worst clock skew is 14.0 ps.
- The run gives the total negative slack as 0 ps.
- Setup violations remaining at the end of the flow were counted as 0.
- The run puts the number of hold-slack violations in the final timing report at 0.
- The run gives the maximum operating frequency as 0.373 GHz.
- The pin closest to its max-slew limit shows a slew of just under 700 ps.
- The run puts the setup slack after layout at 320 ps.
- The run puts the post-layout minimum cycle time at 2680 ps.
- Setup repair after global routing left no endpoint under its margin.
- The run puts the headroom to the max-slew limit at 0.551.

CTS:
- For the worst-skew pair, the clock arrives at the later sink with an insertion delay of approximately 300 ps.
- TritonCTS built the clock tree.
- The run gives the sink count of the clock tree as 51.
- The run puts the number of H-tree levels at 2.
- The run gives the number of buffers created by CTS as 5.
- Per the post-CTS timing run, clock transition at the registers of the reported paths is 100 ps.
- For this design, the CTS-stage hold fixing added 0 buffers.
- The run gives the number of buffers inserted to repair setup after CTS as 0.
- The run gives the number of instances resized during post-cts repair as 0.
- In this run the clock root is driven by a clkbuf_8.
- Per the CTS log, the buffer count on the longest clock path is 2.

Logic synthesis:
- The run gives the yosys-reported design area after synthesis as 2280 sq um.
- The run puts the async set-reset flop share out of synthesis at 0.
- The cell type that accounts for the most area after synthesis is dfxtp_1.
- Yosys reports that the most numerous cell types are dfxtp_1, nor2_1, inv_1.
- The run gives the area share of the largest cell type after synthesis as 0.447.
- The run gives the most used flip-flop cell after synthesis as dfxtp_1.
- The number of different library cells used by synthesis comes to 48.
- After synthesis, the cell types taking the most area are dfxtp_1, ha_1, mux2i_1.
- The run puts the synthesized area at 2280 sq um.
- The run gives the post-synthesis instance total as about 230.
- The run gives the flop and latch count out of synthesis as 51.
- The run puts the sequential-to-total area share from yosys stat at 0.447.
- Each instance of the synthesized netlist takes up on average 9.85 sq um.
- The run gives the leading cell type by number of instances after synthesis as dfxtp_1.
- In this run, synthesis inferred 0 flip-flops with an integrated enable.
- For this run, the number of Yosys warnings is 1.
- The run puts the count of instantiated cells in the yosys netlist at about 230.

Placement:
- The run gives the total placed instance area as 3080 sq um.
- The placement report lists the number of port buffers as between 50 and 60.
- The run gives the HPWL reported at the end of detailed placement as roughly 3700 microns.
- The run puts the post-placement setup slack at 32.9 ps.
- The run gives the final weighted congestion in routability-driven placement as between 0.8 and 0.9.

Flow run:
- The stage logs contain a warning count of 33.
- The run puts the number of max-cap violations at 0.

Worst setup path:
- The run gives the most frequent cell on the critical path as a22o_1.
- On the worst path, the slowest cell contributes a delay of 650 ps.
- The run gives the type of origin of the critical path as a register.
- OpenSTA lists the critical path startpoint as seg_id[1].
- Traced cell by cell, the critical path runs through mux2_2 > a22o_1 > nor2_4 > inv_4 > mux2i_1 > inv_1 > ha_1 > mux2_4 > a22o_1.
- On the critical path, the stage with the largest delay is an instance of dfxtp_1.
- The launch point of the worst register-to-register path is recorded as seg_id[1].
- The run gives the top fanout value on the critical path as 15.
- Data arrives at the worst endpoint at 2870 ps.
- The run gives the critical path endpoint category as a register.
- STA puts the critical path data required time at approximately 3200 ps.
- For reference, the most critical setup path is categorized as register to register.

Finish:
- The run gives the relative area change from synthesis to final layout as 38.8%.
- The run puts the utilization of the core after routing at 0.435.
- The register with the most flip-flops in the layout has 32 of them.
- The run gives the area of all placed cells without fillers as ~3200 sq um.
- The run gives the fraction of layout instances using a drive strength above 1 as 0.108.

Die:
- The die covers 7970 sq um.
- The run gives the number of top-level pins as slightly below 60.
- The run puts the die extent in y at just under 90 microns.
- The run puts the share of the core filled by cells before placement at 0.313.
- In this run the horizontal extent of the chip is a little under 90 microns.
- The run puts the core outline area at between 7000 and 8000 sq um.
- The run puts the cell row count at 31.

Power:
- The run puts the power share of the combinational group at 0.217.
- The run puts the sequential power share at 0.514.
- The run gives the switching share of total power as 0.245.
- The power report lists cell-internal power as 0.00109 W.
- The run gives the peak supply drop as 0.000194 V.
- The run gives the clock group share of total power as 0.269.
- The run puts the net switching power figure at 0.000354 W.
- The run puts the total power divided by cell area at 456 nW/um^2.
- The leakage power in the latest report is approximately 1.3 nW.

Run status:
- The flow ran to the end, and the final reports show no timing, DRC or antenna violations.
[kinds of logic (layout without fill, tap and decap cells)]
family | after synthesis | count (layout) | share of synthesized area
AND/OR/NAND/NOR | 81 | 81 | 0.200
flip-flops | 51 | 51 | 0.447
AND-OR/OR-AND | 30 | 30 | 0.100
buffers and inverters | 26 | 97 | 0.0493
multiplexers | 17 | 17 | 0.0860
XOR/XNOR | 16 | 16 | 0.0613
adder cells (fa/ha/maj) | 10 | 10 | 0.0548
other | 1 | 14 | 0.00164
[area by class of cell]
cell class	count	area [sq um]
timing repair buffer	69	658
clock inverter	3	22.5
clock buffer	5	68.8
sequential	51	1020
tap	99	124
inverter	20	77.6
multi-input combinational	168	1200
fill	730	4120
[cells in the final DEF (no fill, tap or decap), types with 2 or more instances in the layout]
cell type / n
a21o_1: 2
a21oi_1: 5
a22o_1: 5
a22oi_1: 7
and2_1: 2
and3_1: 6
and4b_1: 3
and4bb_2: 2
buf_4: 13
clkbuf_8: 5
clkdlybuf4s50_1: 56
conb_1: 14
dfxtp_1: 51
ha_1: 10
inv_1: 19
mux2_2: 3
mux2_4: 2
mux2i_1: 11
nand2_1: 12
nand3_1: 7
nand4_1: 5
nor2_1: 24
nor3_1: 4
nor3b_1: 3
nor4_1: 4
o31ai_1: 3
xnor2_1: 9
xor2_1: 7
[power groups by stage]
stage | clock [W] | sequential (W) | combinational, W
CTS | 0.000408 | 0.000744 | 0.000318
finish | 0.000389 | 0.000743 | 0.000314
global route | 0.000432 | 0.000749 | 0.000349
[per-layer routing]
layer / vias up / routed length, microns
met5: - / 0
met2: 45 / 1980
met3: 4 / 212
li1: 960 / -
met4: 0 / 62
met1: 786 / 2340
[stage by stage]
stage / instances / power (W) / hold slack [ps]
2_1_floorplan: 245 / 0.000906 / 426
3_3_place_gp: 407 / 0.00107 / 441
3_5_place_dp: 407 / 0.00108 / 453
4_1_cts: 415 / 0.00147 / 476
5_1_grt: 415 / 0.00153 / 502
6_report: 415 / 0.00145 / 471
[worst paths after layout]
kind / end / slack [ps] / depth (start not counted)
setup / recovery: seg_data[6] / 320 / 9
hold / removal: cnt[0] / 470 / 1
setup reg to reg: seg_data[6] / 320 / 9
hold reg to reg: cnt[0] / 470 / 1
[critical path: cells and delay by family, from the launching register on]
kind,cells,cell delay (ps)
muxes,3,970
DFF,1,650
AOI/OAI and AO/OA,2,420
adders and majority gates,1,230
buffers and inverters,2,170
and+or+nand+nor,1,120
Power is estimated from default activity; no workload was simulated.
