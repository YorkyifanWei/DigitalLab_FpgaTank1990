`./design.v`:
```
`timescale 1ns / 1ps
module Keyboard(
    input           clk,
    input           rstn,
    input           kclk,
    input           kdata,
    output [7:0]    key_data,
    output          key_valid,
    output          key_sp
);
reg [3:0] kclk_filter, kdata_filter;
reg kclk_high, kdata_high;
reg [9:0] buffer;
reg [3:0] counter;
reg is_special;
reg is_free;
reg is_valid;
always @(posedge clk or negedge rstn) begin
    if (!rstn) begin
        kclk_filter <= 4'b1111;
        kdata_filter <= 4'b1111;
        kclk_high <= 1;
        kdata_high <= 1;
    end
    else begin
        kclk_filter <= {kclk, kclk_filter[3:1]};
        kdata_filter <= {kdata, kdata_filter[3:1]};
        if (kclk_filter == 4'b1111)
            kclk_high <= 1;
        else if (kclk_filter == 4'b0000)
            kclk_high <= 0;
        if (kdata_filter == 4'b1111)
            kdata_high <= 1;
        else if (kdata_filter == 4'b0000)
            kdata_high <= 0;
    end
end
always @(negedge kclk_high or negedge rstn) begin
    if (!rstn) begin
        buffer <= 8'b0;
        counter <= 4'b0;
        is_free <= 0;
        is_special <= 0;
        is_valid <= 0;
    end
    else begin
        buffer <= {kdata_high, buffer[9:1]};
        if (counter == 10) begin
            case (buffer[8:1])
                8'hF0: is_free <= 1;
                8'hE0: is_special <= 1;
                default: is_valid <= 1;
            endcase
            counter <= 0;
        end
        else begin
            counter <= counter + 1;
            if (is_valid) begin
                is_free <= 0;
                is_special <= 0;
                is_valid <= 0;
            end
        end
    end
end
assign key_data = buffer[8:1];
assign key_valid = is_valid & ~is_free;
assign key_sp = is_special;
endmodule
```
`./run.sh`:
```
#!/bin/bash
# OpenROAD 26Q1-2900-gdf79404cd8, Yosys 0.63+post, stock flow scripts
make -C /OpenROAD-flow-scripts/flow DESIGN_CONFIG=/design/flow/config.mk WORK_HOME=/design/flow/orfs finish
```
`./config.mk`:
```
export PLATFORM = sky130hd
export DESIGN_NAME = Keyboard
export DESIGN_NICKNAME = Keyboard
export VERILOG_FILES = /design/flow/design.v
export SDC_FILE = /design/flow/constraint.sdc
export NUM_CORES = 4
export LEC_CHECK = 1
export CORE_AREA = 10 10 90 90
export DIE_AREA = 0 0 100 100
```
`./constraint.sdc`:
```
current_design Keyboard

set clk_period 1.2
set clk_io_pct 0.2

create_clock -name clk0 -period $clk_period [get_ports {clk}]

set non_clock_inputs [all_inputs -no_clocks]
set_input_delay [expr $clk_period * $clk_io_pct] -clock clk0 $non_clock_inputs
set_output_delay [expr $clk_period * $clk_io_pct] -clock clk0 [all_outputs]
```
==> flow_summary.toml <==
# yosys + openroad results
[outcome]
status = "finished clean"

[pwr]
swShare_pct = 19.14
pwr-share-clk_pct = 40.1
p_leak_nw = 0.4547
powerDensity_nw_per_um2 = 714.5
p_int_uw = 660.0
power_frac_seq_pct = 52.8
totalPowerFinal_uw = 816.2
p_comb_share_pct = 7.1
switching_power_uw = 156.2
ir_drop_uv = 697.4

[cells_and_area]
final_core_util_pct = 18.20
drive_above_1_share_pct = 25.33
area_growth_pct = 24.22

[worst_hold_path]
hp-class = "flop to flop"

[yosys]
ys_seq_share_pct = 72.11
syn_area_um2 = 919.6
synthCells = 65
yosys_register_bits = 26
ys_async_sr_fraction_pct = 100.0
yosys_warnings = 1
area_leaders = "dfrtn_1 44%, dfstp_2 29%, buf_4 6.5%"
yosys_area_um2 = 919.6
largest_area_cell = "dfrtn_1"
yosysUniqueCellTypes = 21
ys_cells = 65
ys.flop_type = "dfrtn_1"
synth_top_cell_by_count = "dfrtn_1"
synth_area_per_cell_um2 = 14.15
synth.top_cell.area_share_pct = 43.54
top_cells_by_count = "16 x dfrtn_1, 10 x dfstp_2, 8 x buf_4, 5 x nor2_1"
edf_count = 0

[timing]
rsz0062_at_grt = "false"
fin_crit_ns = 0.9939
setup_tns_ns = 0
hold_viol_final = 0
setup_viol = 0
slew_violations = 0
fmax_mhz = 1006
min_period_over_period_pct = 82.83
fin_skew_ns = 0.003394
untimed_endpoints = 26
max-slew-margin-rel_pct = 70.42
worstMarginPinSlew_ns = 0.4423
whs_ns = 0.3578
unclocked_regs = 16

[detailed_routing]
dr.pass1.iters = 4
viasPerCell = 3.224
antenna-diode-count = 0
wl_met3_um = 83
ant_nets = 0
postRouteWirelength_mm = 1.316
drt_first_iter_violations = 21
drcViolationCount = 0
met2WireLength_um = 545
top_layer_used = "met3"
vias = 490
post_drt_wl_per_cell_um = 8.658
met1_length_um = 687

[clock_network]
root_buffer = "clkbuf_8"
ctsResizeCount = 0
htree_levels = 1
cts_setup_buffers = 0
worstSkewPairLatency_ns = 0.23
ctsHoldBuffers = 0
cts_tree = "yes"
numCtsBuffers = 3
cts.path.max_buffers = 2
clkTransAtPathRegs_ns = 0.04

[critical_path]
start_kind = "flop"
crit_required_ns = 1.36
cp_num_buf_inv = 0
cp_top_family = "simple AND/OR/NAND/NOR gates"
crit_type = "flop to flop"
path_cells = "or3_1 -> a21oi_1 -> nor2_1"
crit_slowest_cell = "dfstp_2"
worst-endpoint-arrival_ns = 1.15
cp-end-kind = "flop"
critPathMaxFanout = 2
critical-path-max-stage-delay_ns = 0.36

[die]
core.rowCount = 29
chipArea_um2 = 10000
die_w_um = 100
ios = 14
die_h_um = 100
fp_util_pct = 14.65
core-area_um2 = 6277

[place]
portBuffers = 13
dpl.hpwl_mm = 1.058
globalplace.congestion = 0.7495

[global_routing]
grt_max_degree = 17
grt_pass1_wl_mm = 2.235
grt_antenna_before_repair = 0
grt_usage_pct = 2.628
grt_overflow = 0
grt_pass1_vias = 510

[job]
warnings = 25
cap_violations = 0
-- state kept, by name, indices dropped and copies added (netlist names) --
signal / count
counter: 4
kclk_high: 1
kdata_high: 1
kdata_filter: 4
kclk_filter: 4
is_free: 1
is_valid: 1
buffer: 9
is_special: 1
-- per-layer routing --
| layer | vias to the layer above | GRT usage (%) |
|---|---|---|
| met3 | 0 | 1.249 |
| met4 | 0 | 0 |
| met5 | - | 0 |
| met2 | 13 | 3.683 |
| met1 | 241 | 3.851 |
| li1 | 236 | - |
-- final timing paths --
| kind | start | to | slack (ns) | cells past startpoint |
|---|---|---|---|---|
| worst max-delay path | kclk_filter[0] | kclk_high | 0.21 | 3 |
| worst min-delay path | kclk_filter[1] | kclk_filter[0] | 0.36 | 0 |
| worst max register to register | kclk_filter[0] | kclk_high | 0.21 | 3 |
| worst min register to register | kclk_filter[1] | kclk_filter[0] | 0.36 | 0 |
| max in group asynchronous | rstn | kdata_filter[1] | 0.54 | 1 |
| min in group asynchronous | rstn | kclk_filter[0] | 0.64 | 1 |
-- final cells by class --
type / count / area [um^2]
clock buffers: 3 / 41.29
fillers: 668 / 5135
inverters: 3 / 11.26
multi-input cells: 28 / 185.2
flip-flops and latches: 26 / 663.1
well taps: 77 / 96.34
repair buffers: 15 / 145.1
-- cells by family after synthesis --
group	after synthesis	share of synthesized area (%)
AOI/OAI and AO/OA	11	7.618
xor gates and xnor gates	1	0.9526
buffers and inverters	11	7.755
DFF	26	72.11
and+or+nand+nor	16	11.57
-- power groups by stage --
stage | clock network (mW) | logic (mW) | registers [mW]
after CTS | 0.343 | 0.0617 | 0.432
after global routing | 0.367 | 0.0674 | 0.435
final | 0.327 | 0.0579 | 0.431
-- placed cells by master (no fill, tap or decap), types with 2 or more instances in the layout --
master,n
dfrtn_1,16
clkdlybuf4s50_1,13
dfstp_2,10
nor2_1,5
inv_1,3
a21oi_1,3
clkbuf_8,3
nand2_1,2
o21ai_1,2
a22o_1,2
a31oi_1,2
or3_1,2
buf_4,2
-- through the flow --
step	cell area [um^2]	worst slack, ns	std cells
2_1_floorplan	919.6	0.2491	65
3_3_place_gp	1101	0.2351	149
3_5_place_dp	1101	0.2094	149
4_1_cts	1142	0.2026	152
5_1_grt	1142	0.1406	152
6_report	1142	0.2061	152
No activity file was given, so power comes from the tool's default toggle rates.
