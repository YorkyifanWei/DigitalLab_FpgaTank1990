File: design/flow/config.mk
export PLATFORM = sky130hd
export DESIGN_NAME = DU
export DESIGN_NICKNAME = DU
export VERILOG_FILES = /design/flow/design.v
export SDC_FILE = /design/flow/constraint.sdc
export NUM_CORES = 4
export LEC_CHECK = 1
export CORE_UTILIZATION = 40
File: design/flow/constraint.sdc
current_design DU

set clk_period 4.8
set clk_io_pct 0.2

create_clock -name clk0 -period $clk_period [get_ports {pclk}]

set non_clock_inputs [all_inputs -no_clocks]
set_input_delay [expr $clk_period * $clk_io_pct] -clock clk0 $non_clock_inputs
set_output_delay [expr $clk_period * $clk_io_pct] -clock clk0 [all_outputs]
File: design/flow/design.v
`timescale 1ns / 1ps
module PS#(
    parameter  WIDTH = 1
) (
    input   s,
    input   clk,
    output  p
);
reg temp1;
reg temp2;
always @(posedge clk) begin
    temp1 <= s;
    temp2 <= s & ~temp1;    
end
assign p = temp2;
endmodule
module DDP #(
    parameter DW    = 15,
    parameter H_LEN = 200,
    parameter V_LEN = 150
) (
    input               hen,     
    input               ven,     
    input               rstn,    
    input               pclk,    
    input      [  11:0] rdata,   
    output reg [  11:0] rgb,     
    output reg [DW-1:0] raddr    
);
reg [1:0] sx;    
reg [1:0] sy;
reg [1:0] nsx;
reg [1:0] nsy;
always @(*) begin
    sx = nsx;
    sy = nsy;
end
wire p;
PS #(1) ps(
    .s      (~(hen & ven)),
    .clk    (pclk),
    .p      (p)
);
always @(posedge pclk) begin
    if (!rstn) begin
        nsx   <= 0;
        nsy   <= 3;
        rgb   <= 0;
        raddr <= 0;
    end
    else if (hen && ven) begin
        rgb <= rdata;
        if (sx == 2'b11) begin
            raddr <= raddr + 1;
        end
        nsx <= sx + 1;
    end
    else if (p) begin
        rgb <= 0;
        if (sy != 2'b11) begin
            raddr <= raddr - H_LEN;
        end
        else if (raddr == H_LEN * V_LEN) begin
            raddr <= 0;
        end
        nsy <= sy + 1;
    end
    else rgb <= 0;
end
endmodule
`timescale 1ns / 1ps
module CntS #(
    parameter               WIDTH               = 16,
    parameter               RST_VLU             = 0
)(
    input                   [ 0 : 0]            clk,     
    input                   [ 0 : 0]            rstn,    
    input                   [WIDTH-1:0]         d,       
    input                   [ 0 : 0]            ce,      
    output      reg         [WIDTH-1:0]         q        
);
always @(posedge clk) begin
    if (!rstn)
        q <= RST_VLU;
    else if (ce) begin
        if (q == 0)
            q <= d;
        else
            q <= q - 1;
    end
    else
        q <= q;
end
endmodule
module DST (
    input       rstn,    
    input       pclk,    
    output reg  hen,     
    output reg  ven,     
    output reg  hs,      
    output reg  vs       
);
localparam HSW_t = 119;  
localparam HBP_t = 63;   
localparam HEN_t = 799;  
localparam HFP_t = 55;   
localparam VSW_t = 5;    
localparam VBP_t = 22;   
localparam VEN_t = 599;  
localparam VFP_t = 36;   
localparam SW = 2'b00;   
localparam BP = 2'b01;   
localparam EN = 2'b10;   
localparam FP = 2'b11;   
reg     [ 0 : 0]    ce_v;    
reg     [ 1 : 0]    h_state; 
reg     [ 1 : 0]    v_state; 
reg     [15 : 0]    d_h;     
reg     [15 : 0]    d_v;     
wire    [15 : 0]    q_h;     
wire    [15 : 0]    q_v;     
CntS #(16, HSW_t) hcnt(
    .clk    (pclk),
    .rstn   (rstn),
    .d      (d_h),
    .ce     (1'b1),
    .q      (q_h)
);
CntS #(16, VSW_t) vcnt(
    .clk    (pclk),
    .rstn   (rstn),
    .d      (d_v),
    .ce     (ce_v),
    .q      (q_v)
);
always @(*) begin
    case (h_state)
        SW: begin
            d_h = HBP_t;  hs = 1; hen = 0;
        end
        BP: begin
            d_h = HEN_t;  hs = 0; hen = 0;
        end
        EN: begin
            d_h = HFP_t;  hs = 0; hen = 1;
        end
        FP: begin
            d_h = HSW_t;  hs = 0; hen = 0;
        end
    endcase
    case (v_state)
        SW: begin
            d_v = VBP_t;  vs = 1; ven = 0;
        end
        BP: begin
            d_v = VEN_t;  vs = 0; ven = 0;
        end
        EN: begin
            d_v = VFP_t;  vs = 0; ven = 1;
        end
        FP: begin
            d_v = VSW_t;  vs = 0; ven = 0;
        end
    endcase
end
always @(posedge pclk) begin
    if (!rstn) begin
        h_state <= SW; v_state <= SW; ce_v <= 1'b0;
    end
    else begin
        if (q_h == 0) begin
            h_state <= h_state + 2'b01;
            if (h_state == FP) begin
                ce_v <= 0;
                if (q_v == 0)
                    v_state <= v_state + 2'b01;
            end
            else
                ce_v <= 0;
        end
        else if (q_h == 1) begin
            if(h_state == FP)
                ce_v <= 1;
            else
                ce_v <= 0;
        end
        else ce_v <= 0;
    end
end
endmodule
`timescale 1ns / 1ps
module DU #(
    parameter DW    = 15,
    parameter H_LEN = 200,
    parameter V_LEN = 150
) (
    input               pclk,    
    input               rstn,    
    input      [  11:0] rdata,   
    output     [DW-1:0] raddr,   
    output     [  11:0] rgb,     
    output              hs,      
    output              vs       
);
wire hen, ven;
DDP #(DW, H_LEN, V_LEN) ddp(
    .hen(hen),
    .ven(ven),
    .rstn(rstn),
    .pclk(pclk),
    .rdata(rdata),
    .rgb(rgb),
    .raddr(raddr)
);
DST dst(
    .rstn(rstn),
    .pclk(pclk),
    .hen(hen),
    .ven(ven),
    .hs(hs),
    .vs(vs)
);
endmodule
File: design/flow/run.sh
#!/bin/bash
# OpenROAD 26Q1-2900-gdf79404cd8, Yosys 0.63+post, stock flow scripts
make -C /OpenROAD-flow-scripts/flow DESIGN_CONFIG=/design/flow/config.mk WORK_HOME=/design/flow/orfs finish
==> notes.md <==
run results: result of the run=complete, no violations, netlist area before placement=0.00343 sq mm, clock period minus worst slack=2.68 ns, number of warnings in the stage logs=37, pwr dens=253 mW/mm^2, Routed met1 length=3.75 mm, crit-path max FO=10, initial antenna violation count=0, power dissipated by switching net loads=235 uW, count of input and output buffers=42, worst flop-to-flop path endpoint=ddp.raddr[8], total count of hold-check failures in the final report=0, launching element type of the critical path=register, TritonCTS clock tree=done, Root Driver=clkbuf_8, part of the total power dissipated in the clock network=40.1%, Int Pwr=799 uW, Setup Crit Path Kind=reg -> reg, DR vias/cell=5.26, WHS=about 0.38 ns, Reg-to-Reg Start=ddp.raddr[0], area of the core=a little over 0.008 sq mm, Commonest Layout Cell=dfxtp_1, worst hold path type=reg -> reg, Least-Margin Pin Slew=0.781 ns, clock insertion delay at the later pin of the skew report=0.34 ns, launch instance of the worst min-delay path=ddp.ps.temp1, area growth from synthesis to final layout=19.0%, non-filler instance count after layout=555, met2 layer wire length in the routed design=3.10 mm, global-route total usage across every layer=17.1%, overall overflow remaining after global route=0, cells along the critical path=inv_1 > ha_1 > or4b_1 > or4_1 > a31oi_2 > o21ai_0 > xor2_1 > nor2_1, sink count of the clock tree=roughly 70, Seq share, synth=40.8%, final clock skew=0.00931 ns, via count of the first global-routing pass=2495, peak ir drop on the vdd network=0.000100 V, clock buffer count from CTS=9, Core Util, Final=49.4%, synthesis-stage register bit count=~70, width of the chip=94.6 microns, RSZ-0062 raised after global routing=false, Detailed Route Iter0 Violations=155, Min-Delay Endpoint=ddp.ps.temp2, Top cells excl fill/tap=dfxtp_1 (70), nor2_1 (49), clkdlybuf4s50_1 (42), nand2_1 (38), o21ai_0 (23), share of flip-flops with an asynchronous set or reset after synthesis=0%, total met3 wirelength after detailed routing=436 microns, Die ar.=0.00895 sq mm, worst slew margin relative to its limit=47.4%, arrival time of data at the critical path endpoint=2.88 ns, mean area per synthesized cell=8.43 sq um, # Cells Yosys=407, Data required, critical path=5.00 ns, prevailing post-synth register cell=dfxtp_1, fp util=41.5%, maximum clock frequency=373 MHz, H-tree level count=3, final cycle utilization of the critical path=55.9%, HPWL after detailed placement=5.00 mm, buffer levels on the longest clock path=2, sequential share of power=a little under three fifths, number of diodes added for antenna fixing=0, number of flops mapped to enable cells by yosys=0, remaining antenna violation count after routing=0, floorplan row count=33, fraction of power spent switching nets=22.7%, stage delay of the slowest cell on the critical path=around 0.63 ns, count of synthesis-stage warnings from yosys=5, length in cells of the worst reg-to-reg path=8, worst-case setup slack after placement=1.90 ns, RD Place Congestion=0.906, sum of negative setup slack=0 ns, distinct cell type count after synthesis=about 50, leakage power figure=0.00151 uW, count of mapped cells out of synthesis=407, Die Y-Extent=~95 microns, endpoint type of the worst setup path=register, count of instances resized after the clock tree is built=0, fraction of final layout cells with drive strength greater than 1=4.22%, hold-fix buffers at CTS=0, post-CTS setup buffers=0, portion of total power attributed to combinational logic=3.1%, Final Max Tran Viols=0, highest routing layer actually used=met4, Detailed Routing Iterations Pass 1=4, global-route wire length before repair=roughly 12 mm, Worst Hold Depth=1, Vias=2919, slowest CP cell=or4_1, final wirelength=about 7.4 mm, routed length per placed instance=13.3 microns, number of remaining DRC errors=0, Final Worst Setup Slack=~2.1 ns, area of the synthesized netlist per yosys stat=0.00343 sq mm, total setup violations reported at the end of the flow=0, pin count of the biggest net entering global routing=33, Worst R2R Setup Slack=roughly 2.1 ns, Clock Pin Slew Worst Setup and Hold Paths=0.07 ns, # Max-Cap Violations=0, number of placed cells counting well taps=around 540, number of top-level pins=between 40 and 50
state kept, by name, indices dropped and copies added (netlist names), 2 cells and up:
name,flops
ddp.nsy,2
ddp.raddr,15
dst.hcnt.q,16
ddp.nsx,2
ddp.rgb,12
dst.vcnt.q,16
dst.v_state,2
dst.h_state,2
worst max-delay path, delay by kind of cell, from the launching register on:
family	cells	cell delay, ns
DFF	1	0.34
AOI/OAI and AO/OA	2	0.69
adders and majority gates	1	0.14
buffers and inverters	1	0.10
and+or+nand+nor	3	1.13
xor gates and xnor gates	1	0.16
cell families after synthesis:
family,share of synthesized area (%)
AOI/OAI and AO/OA,13.0
buffers and inverters,4.27
muxes,0.584
DFF,40.8
and+or+nand+nor,25.3
adders and majority gates,7.29
xor gates and xnor gates,8.68
worst max path at each step:
stage / from / to / slack (ns)
after CTS: ddp.raddr[0] / ddp.raddr[8] / 2.13
after global routing: dst.v_state[0] / ddp.raddr[8] / 1.90
final: ddp.raddr[0] / ddp.raddr[8] / 2.12
routing by layer:
| layer | up-vias | global-route usage [%] |
|---|---|---|
| li1 | 1506 | - |
| met1 | 1331 | 27.9 |
| met2 | 76 | 24.6 |
| met3 | 6 | 3.10 |
| met4 | 0 | 2.27 |
| met5 | - | 0 |
per-stage QoR:
stage / cell area [sq um] / total power [uW]
after floorplan: 3430 / 615
after global placement: 3920 / 633
after detailed placement: 3920 / 633
after CTS: 4080 / 1050
after global routing: 4080 / 1070
final: 4080 / 1030
power groups by stage:
stage / Sequential (uW) / Clock (uW) / Combinational (uW)
4_1_cts: 587 / 428 / 32.6
5_1_grt: 587 / 446 / 35.8
6_report: 587 / 415 / 31.9
synthesized netlist by cell type, drive strengths merged (3+ instances only):
library cell | n | area [sq um]
dfxtp | 70 | 1400
nor2 | 49 | 184
nand2 | 38 | 143
o21ai | 23 | 115
ha | 20 | 250
xnor2 | 20 | 175
a21oi | 19 | 95.1
nand3 | 17 | 85.1
and3 | 16 | 100
inv | 16 | 60.1
nor3 | 16 | 80.1
xor2 | 14 | 123
clkbuf | 11 | 41.3
a31oi | 8 | 56.3
nor4 | 7 | 43.8
buf | 6 | 41.3
or3 | 6 | 37.5
or4 | 5 | 37.5
o211ai | 4 | 30.0
o31ai | 4 | 30.0
nand4 | 3 | 18.8
cell type report:
cell class / count / area [sq um]
Fill cell: 798 / 4180
Multi-Input combinational cell: 303 / 1880
Sequential cell: 70 / 1400
Timing Repair Buffer: 44 / 435
Clock buffer: 12 / 145
Tap cell: 105 / 131
Inverter: 17 / 63.8
Clock inverter: 4 / 22.5
No activity file was given, so power comes from the tool's default toggle rates.
